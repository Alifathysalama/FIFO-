===== design/flow/design.v =====
module Address_Gen_Logic #(
    parameter  ADDR_WIDTH='d5 
) (
    input  wire                   clk,
    input  wire                   RST,
    input  wire                   i_Enable,
    output reg  [ADDR_WIDTH:0]    o_Address
);
always @(posedge clk or negedge RST) begin
    if (!RST) begin
        o_Address<='b0;
    end else if(i_Enable) begin
        o_Address<=o_Address+1'b1;
    end
end
endmodule
module B2G #(
    parameter ADDR_WIDTH='d5 
) (
    input  wire [ADDR_WIDTH:0] i_Binary_Ptr,
    output reg  [ADDR_WIDTH:0] o_Gray_Ptr
);
always @(*) begin
    o_Gray_Ptr={i_Binary_Ptr[ADDR_WIDTH] ,i_Binary_Ptr[ADDR_WIDTH-1:0] ^ (i_Binary_Ptr[ADDR_WIDTH-1:0]>>1'b1)};
end
endmodule
module Empty_Flag_Gen #(
     parameter ADDR_WIDTH='d5 
) (
    input  wire [ADDR_WIDTH:0] i_wr_address,
    input  wire [ADDR_WIDTH:0] i_rd_address,
    output reg                 o_Empty_Flag 
);
wire OverFlow=(i_wr_address[ADDR_WIDTH]^i_rd_address[ADDR_WIDTH]);
wire Same_Location=(i_wr_address[ADDR_WIDTH-1:0] == i_rd_address[ADDR_WIDTH-1:0]);
always @(*) begin
    o_Empty_Flag='b0;
    if ((!OverFlow) && (Same_Location)) begin
        o_Empty_Flag='b1;
    end else begin
        o_Empty_Flag='b0;
    end
end
endmodule
module FIFO #(
    parameter DATA_WIDTH='d8 , ADDR_WIDTH='d5,ADDR_WIDTH_PLUS_OVERFLOW='d6  ,DEPTH='d32,  
    NUM_STAGES='d2 
) (
    input  wire                   i_RST      ,
    input  wire                   i_clk_write,
    input  wire [DATA_WIDTH-1:0]  i_wr_data  ,
    input  wire                   i_wr_en    ,
    output wire                   o_Full_Flag,
    input  wire                   i_clk_read ,
    input  wire                   i_rd_en    ,
    output wire [DATA_WIDTH-1:0]  o_rd_data  ,
    output wire                   o_Empty_Flag    
);
wire [ADDR_WIDTH:0]  wr_addr_top;
wire [ADDR_WIDTH:0]  Gray_wr_addr_top;
wire [ADDR_WIDTH:0]  Syn_Gray_wr_addr_top;
wire [ADDR_WIDTH:0]  rd_addr_top;
wire [ADDR_WIDTH:0]  Gray_rd_addr_top;
wire [ADDR_WIDTH:0]  Syn_Gray_rd_addr_top;
wire Write_Enable_top = i_wr_en & (~o_Full_Flag); 
wire Read_Enable_top= i_rd_en & (~o_Empty_Flag) ;
RAM #(
    .DATA_WIDTH (DATA_WIDTH ),
    .ADDR_WIDTH (ADDR_WIDTH ),
    .DEPTH      (DEPTH      )
)
u_RAM(
    .clk_write (i_clk_write ),
    .RST       (i_RST       ),
    .i_wr_addr (wr_addr_top[ADDR_WIDTH-1:0] ),
    .i_wr_data (i_wr_data ),
    .i_wr_en   (Write_Enable_top   ),
    .i_rd_addr (rd_addr_top[ADDR_WIDTH-1:0] ),
    .i_rd_en   (Read_Enable_top       ),
    .o_rd_data (o_rd_data )
);
Address_Gen_Logic #(
    .ADDR_WIDTH (ADDR_WIDTH )
)
u_Write_Address_Gen_Logic(
    .clk       (i_clk_write       ),
    .RST       (i_RST       ),
    .i_Enable  (Write_Enable_top  ),
    .o_Address (wr_addr_top )
);
B2G #(
    .ADDR_WIDTH (ADDR_WIDTH )
)
u_Write_B2G(
    .i_Binary_Ptr (wr_addr_top ),
    .o_Gray_Ptr   (Gray_wr_addr_top)  
);
Address_Gen_Logic #(
    .ADDR_WIDTH (ADDR_WIDTH )
)
u_Read_Address_Gen_Logic(
    .clk       (i_clk_read       ),
    .RST       (i_RST       ),
    .i_Enable  (Read_Enable_top  ),
    .o_Address (rd_addr_top )
);
B2G #(
    .ADDR_WIDTH (ADDR_WIDTH )
)
u_Read_B2G(
    .i_Binary_Ptr (rd_addr_top ),
    .o_Gray_Ptr   (Gray_rd_addr_top   )
);
Multi_Flop_Synchronizer_Multi_bits #(
    .NUM_STAGES (NUM_STAGES ),
    .BUS_WIDTH  (ADDR_WIDTH_PLUS_OVERFLOW  )
)
u_Write_Multi_Flop_Synchronizer_Multi_bits(
    .ASYNC (Gray_wr_addr_top ),
    .CLK   (i_clk_read   ),
    .RST   (i_RST   ),
    .SYNC  (Syn_Gray_wr_addr_top  )
);
Multi_Flop_Synchronizer_Multi_bits #(
    .NUM_STAGES (NUM_STAGES ),
    .BUS_WIDTH  (ADDR_WIDTH_PLUS_OVERFLOW  )
)
u_Multi_Flop_Synchronizer_Multi_bits(
    .ASYNC (Gray_rd_addr_top ),
    .CLK   (i_clk_write   ),
    .RST   (i_RST   ),
    .SYNC  (Syn_Gray_rd_addr_top  )
);
Full_Flag_Gen #(
    .ADDR_WIDTH (ADDR_WIDTH )
)
u_Full_Flag_Gen(
    .i_wr_address (Gray_wr_addr_top ),
    .i_rd_address (Syn_Gray_rd_addr_top ),
    .o_Full_Flag  (o_Full_Flag  )
);
Empty_Flag_Gen #(
    .ADDR_WIDTH (ADDR_WIDTH )
)
u_Empty_Flag_Gen(
    .i_wr_address (Syn_Gray_wr_addr_top ),
    .i_rd_address (Gray_rd_addr_top ),
    .o_Empty_Flag (o_Empty_Flag )
);
endmodule
module Full_Flag_Gen #(
    parameter ADDR_WIDTH='d5 
) (
    input  wire [ADDR_WIDTH:0] i_wr_address,
    input  wire [ADDR_WIDTH:0] i_rd_address,
    output reg                 o_Full_Flag
);
wire OverFlow=(i_wr_address[ADDR_WIDTH]^i_rd_address[ADDR_WIDTH]);
wire Same_Location=(i_wr_address[ADDR_WIDTH-1:0] == i_rd_address[ADDR_WIDTH-1:0]);
always @(*) begin
    o_Full_Flag='b0;
    if ((OverFlow) && (Same_Location)) begin
        o_Full_Flag='b1;
    end else begin
        o_Full_Flag='b0;
    end
end
endmodule
module RAM #(
    parameter DATA_WIDTH='d8 , ADDR_WIDTH='d5  ,DEPTH='d32  
) (
    input  wire                  clk_write,
    input  wire                  RST      ,
    input  wire [ADDR_WIDTH-1:0] i_wr_addr,
    input  wire [DATA_WIDTH-1:0] i_wr_data,
    input  wire                  i_wr_en  ,
    input  wire [ADDR_WIDTH-1:0] i_rd_addr,
    input  wire                  i_rd_en  ,
    output reg [DATA_WIDTH-1:0] o_rd_data
);
reg [DATA_WIDTH-1:0] FIFO_Fabric [0:DEPTH-1];
integer RST_Index;
always @(posedge clk_write or negedge RST ) begin
    if (!RST) begin
        for (RST_Index =0 ;RST_Index < DEPTH ;RST_Index=RST_Index+1'b1 ) begin
            FIFO_Fabric[RST_Index]<='b0;
        end
    end else if(i_wr_en) begin
        FIFO_Fabric[i_wr_addr]<=i_wr_data;
    end
end
always @(*) begin
    if (i_rd_en) begin
        o_rd_data=FIFO_Fabric[i_rd_addr];
    end else begin
        o_rd_data='b0;
    end
end
endmodule
module Multi_Flop_Synchronizer #(
    parameter NUM_STAGES =2 
) (
    input  wire  async,
    input  wire  clk  ,
    input  wire  rst  ,
    output reg   sync
);
reg [NUM_STAGES-2:0] Q  ;
    always @(posedge clk or negedge rst) begin
        if (!rst) begin
            {sync,Q}<='b0;
        end else begin
            {sync,Q}<={Q[NUM_STAGES-2],Q[NUM_STAGES-3:0],async};
        end
    end
endmodule
module Multi_Flop_Synchronizer_Multi_bits #(
    parameter NUM_STAGES =2,BUS_WIDTH=5
) (
    input  wire [BUS_WIDTH-1:0] ASYNC,
    input  wire  CLK  ,
    input  wire  RST  ,
    output wire  [BUS_WIDTH-1:0] SYNC
);
genvar i;
    generate
        for (i =0 ;i<=BUS_WIDTH-1; i=i+1 ) begin
            Multi_Flop_Synchronizer #(.NUM_STAGES(NUM_STAGES)) u0  (.async(ASYNC[i]),.clk(CLK),.rst(RST),.sync(SYNC[i])) ;
        end
    endgenerate
endmodule

===== design/flow/run.sh =====
#!/bin/bash
# OpenROAD 26Q1-2900-gdf79404cd8, Yosys 0.63+post, stock flow scripts
make -C /OpenROAD-flow-scripts/flow DESIGN_CONFIG=/design/flow/config.mk WORK_HOME=/design/flow/orfs finish

===== design/flow/config.mk =====
export PLATFORM = sky130hd
export DESIGN_NAME = FIFO
export DESIGN_NICKNAME = FIFO
export VERILOG_FILES = /design/flow/design.v
export SDC_FILE = /design/flow/constraint.sdc
export NUM_CORES = 4
export LEC_CHECK = 1
export CORE_UTILIZATION = 40

===== design/flow/constraint.sdc =====
current_design FIFO

set clk_period 9.2
set clk_io_pct 0.2

create_clock -name clk0 -period $clk_period [get_ports {i_clk_read}]
create_clock -name clk1 -period $clk_period [get_ports {i_clk_write}]

set non_clock_inputs [all_inputs -no_clocks]
set_input_delay [expr $clk_period * $clk_io_pct] -clock clk0 $non_clock_inputs
set_output_delay [expr $clk_period * $clk_io_pct] -clock clk0 [all_outputs]

==> run_results.csv <==
group,metric,value,unit
place,hpwlAfterDp,24.3,mm
setup_path,cp.required,7.36,ns
global_routing,grt.total_usage,25.7,%
power_and_ir_drop,p_comb_share,35.2,%
routing,wl,39.1,mm
global_routing,grt_pass1_wl,59.7,mm
die,fp_util,40.7,%
setup_path,critical_path_class,"reg2out",
die,die-width,181,um
routing,vias_per_cell,6.12,
power_and_ir_drop,ir_worst_vdd,178,uV
setup_path,crit_chain,"buf_4 > inv_2 > ha_1 > a22oi_1 > nand3_1 > a221o_1 > a2111oi_2 > a21oi_1 > clkdlybuf4s50_1",
global_routing,grt_max_degree,125,
logic_synthesis,edf_count,0,
clocking,numClockSinks,268,
final_timing,grt_setup_unrepaired,"false",
setup_path,worstSetupStartpointType,"flip-flop",
logic_synthesis,netlist.area_leader.share,52.3,%
place,placedInstanceArea,13400,um^2
die,rows,65,
final_timing,hold_viol,0,
logic_synthesis,synth_chip_area,12800,um^2
clocking,hold_buffers,0,
setup_path,cp.arrival,4.10,ns
final_timing,setup_tns,0,ns
setup_path,critPathBufInv,3,
routing,drtAntennaViolNets,0,
power_and_ir_drop,intPower,3.22,mW
place,port_buffers,21,
final_timing,setup_ws,3.26,ns
job,warnings,45,
logic_synthesis,yosys-stat-cells,1002,
routing,drc_errors,0,
logic_synthesis,area_leaders,"dfrtp_1 52%, mux2_2 19%, mux2_1 3.4%",
logic_synthesis,largest_area_cell,"dfrtp_1",
final_timing,max_slew_margin,44.2,%
setup_path,cpPeakStageDelay,0.79,ns
power_and_ir_drop,pwr-share-seq,39.4,%
logic_synthesis,top_cells_by_count,"268 x dfrtp_1, 220 x mux2_2, 56 x clkbuf_1",
die,die_h,181,um
logic_synthesis,synthFlopType,"dfrtp_1",
routing,vias,8677,
power_and_ir_drop,p_switching,1.78,mW
layout,drive_above_1_share,31.6,%
routing,wire_per_inst,27.6,um
logic_synthesis,synthArstFlopShare,100,%
layout,syn2layout_area_growth,12.4,%
final_timing,timing.hold.ws,0.478,ns
setup_path,critPathMaxFanout,53,
routing,first_iter_violations,669,
logic_synthesis,most_common_cell,"dfrtp_1",
routing,first_pass_iters,5,
final_timing,final-setup-viol-count,0,
die,io_pins,23,
logic_synthesis,synth_area,12800,um^2
die,coreArea,31600,um^2
power_and_ir_drop,sw_frac_of_total,35.6,%
global_routing,grt_pass1_vias,8778,
place,gp_congestion,0.972,
final_timing,worstMarginPinSlew,0.832,ns
layout,stdcell_area,14400,um^2
final_timing,drv_slew,0,
clocking,cts.clk_slew.worst_paths,0.04,ns
hold_path,hold_class,"reg2reg",
setup_path,cpMaxStageDelayCell,"dfrtp_4",
logic_synthesis,syn_inst,1002,
clocking,cts_setup_buffers,0,
run_status,status,"finished clean",
logic_synthesis,ys_ff,268,
setup_path,worstSetupEndpointType,"output pin",
global_routing,antenna_found_initial,0,
power_and_ir_drop,clock_power_share,25.4,%
clocking,tritoncts,"yes",
clocking,cts_resized,0,
setup_path,crit_family,"buffers and inverters",
job,cap_viol_max_count,0,
place,dp_cells,1362,
place,dp_worst_setup_slack,3.37,ns
layout,stdcell_count,1417,
logic_synthesis,ys_seq_share,52.3,%
layout,final_core_util,45.7,%
final_timing,skew,0.00777,ns
logic_synthesis,ys.warnings.count,8,
global_routing,overflow,0,
power_and_ir_drop,power.total,5.00,mW
logic_synthesis,syn_avg_cell_area,12.8,um^2
die,die-area,32800,um^2
power_and_ir_drop,p_leak,6.57,nW
logic_synthesis,ys_types,64,
power_and_ir_drop,powerDensity,347,nW/um^2
[final timing paths]
| check | start | endpoint | slack [ns] | depth (start not counted) |
|---|---|---|---|---|
| max in group asynchronous | i_RST | u_RAM.FIFO_Fabric[21][3]$_DFFE_PN0P_ | 6.71 | 2 |
| max in group clk1 | i_wr_en | u_RAM.FIFO_Fabric[15][3]$_DFFE_PN0P_ | 5.74 | 4 |
| worst max register to register | u_Write_Address_Gen_Logic.o_Address[4]$_DFFE_PN0P_ | u_RAM.FIFO_Fabric[4][2]$_DFFE_PN0P_ | 6.27 | 6 |
| worst max-delay path | u_Read_Address_Gen_Logic.o_Address[4]$_DFFE_PN0P_ | o_rd_data[2] | 3.26 | 9 |
| min in group clk1 | u_Write_Address_Gen_Logic.o_Address[5]$_DFFE_PN0P_ | u_Write_Address_Gen_Logic.o_Address[5]$_DFFE_PN0P_ | 0.48 | 1 |
| worst min register to register | u_Read_Address_Gen_Logic.o_Address[5]$_DFFE_PN0P_ | u_Read_Address_Gen_Logic.o_Address[5]$_DFFE_PN0P_ | 0.48 | 1 |
| worst min-delay path | u_Read_Address_Gen_Logic.o_Address[5]$_DFFE_PN0P_ | u_Read_Address_Gen_Logic.o_Address[5]$_DFFE_PN0P_ | 0.48 | 1 |
| min in group asynchronous | i_RST | u_RAM.FIFO_Fabric[21][2]$_DFFE_PN0P_ | 1.31 | 1 |
[worst reg2reg max path: stages, from the launching register on]
cell	delay [ns]
dfrtp_1	0.75
ha_1	0.36
or4_4	0.51
o21ai_4	0.32
nor3b_4	0.12
nand2_2	0.37
mux2_2	0.39
[metal layers]
layer	share of wire, %	routed length (um)	GRT usage (%)	vias up
met4	4.1	1600	8.14	0
met5	0	0	0	-
met3	8.4	3270	7.08	90
li1	-	-	-	3729
met2	43	16700	35.8	306
met1	45	17500	40.3	4552
[power groups by stage]
| stage | clock network, mW | logic (mW) | registers [mW] |
|---|---|---|---|
| 4_1_cts | 1.29 | 1.75 | 1.96 |
| 6_report | 1.27 | 1.76 | 1.97 |
| 5_1_grt | 1.34 | 1.87 | 2.04 |
[state kept, by name (all words and copies together), names as in the netlist]
| register | count |
|---|---|
| u_Read_Address_Gen_Logic.o_Address | 6 |
| u_RAM.FIFO_Fabric | 256 |
| u_Write_Address_Gen_Logic.o_Address | 6 |
[kinds of logic (layout without fill, tap and decap cells)]
| group | Yosys count | count (layout) | synth area share, % |
|---|---|---|---|
| other | 0 | 1 | 0 |
| DFF | 268 | 268 | 52.3 |
| buffers and inverters | 103 | 115 | 3.41 |
| muxes | 270 | 270 | 23.6 |
| xor gates and xnor gates | 8 | 8 | 0.546 |
| and+or+nand+nor | 147 | 147 | 6.90 |
| adders and majority gates | 26 | 26 | 2.54 |
| AOI/OAI and AO/OA | 180 | 180 | 10.7 |
[cells in the final DEF (no fill, tap or decap), types with 5 or more instances in the layout]
master           count
dfrtp_1            267
mux2_2             220
a22oi_1             43
mux2_1              39
nand2_1             37
clkbuf_16           32
nand3_1             29
o21ai_0             27
ha_1                25
buf_4               21
clkdlybuf4s50_1     20
nand4_1             19
inv_1               17
a22o_1              14
a21oi_1             12
mux2i_1             11
o22ai_1             10
a32o_1              10
nor2_1               9
a221oi_1             8
a222oi_1             8
nand2_4              8
xnor2_1              8
a211oi_1             7
nand2_2              6
clkbuf_1             6
clkinv_2             6
clkbuf_8             6
nand3b_1             5
nand2b_1             5
and3_1               5
o211ai_1             5
[final cells by class]
class                   instances  area (um^2)
clock inverters                10          150
flip-flops and latches        268         6710
repair buffers                 43          393
inverters                      18         67.6
diodes                          1         2.50
well taps                     402          503
multi-input cells             631         5690
fillers                      2773        17100
clock buffers                  44          906
Power is estimated from default activity; no workload was simulated.
